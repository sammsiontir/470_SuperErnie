**design/flow/config.mk**
```make
export PLATFORM = sky130hd
export DESIGN_NAME = selector
export DESIGN_NICKNAME = selector
export VERILOG_FILES = /design/flow/design.v
export SDC_FILE = /design/flow/constraint.sdc
export NUM_CORES = 4
export LEC_CHECK = 1
export CORE_AREA = 10 10 70 70
export DIE_AREA = 0 0 80 80
```
**design/flow/run.sh**
```bash
#!/bin/bash
# OpenROAD 26Q1-2900-gdf79404cd8, Yosys 0.63+post, stock flow scripts
make -C /OpenROAD-flow-scripts/flow DESIGN_CONFIG=/design/flow/config.mk WORK_HOME=/design/flow/orfs finish
```
**design/flow/constraint.sdc**
```tcl
current_design selector

set clk_period 3.1
set clk_io_pct 0.2

create_clock -name clk0 -period $clk_period

set non_clock_inputs [all_inputs -no_clocks]
set_input_delay [expr $clk_period * $clk_io_pct] -clock clk0 $non_clock_inputs
set_output_delay [expr $clk_period * $clk_io_pct] -clock clk0 [all_outputs]
```
**design/flow/design.v**
```verilog
`timescale 1ns/100ps
module selector( 
		idx,
		issue1,
		issue1_en,
		issue2,
		issue2_en);
input  [15:0] idx;
output [3:0] issue1;
output [3:0] issue2;
output	     issue1_en;
output	     issue2_en;
wire   [4:0] issue_choose1; 
wire   [4:0] issue_choose2; 
assign issue_choose1 =idx[0]? 5'd0
		     :idx[1]? 5'd1
		     :idx[2]? 5'd2
		     :idx[3]? 5'd3
		     :idx[4]? 5'd4
		     :idx[5]? 5'd5
		     :idx[6]? 5'd6
		     :idx[7]? 5'd7
		     :idx[8]? 5'd8
		     :idx[9]? 5'd9
		     :idx[10]? 5'd10
		     :idx[11]? 5'd11
		     :idx[12]? 5'd12
		     :idx[13]? 5'd13
		     :idx[14]? 5'd14
		     :idx[15]? 5'd15
		     :5'b10000;
assign issue_choose2 = idx[15]? 5'd15
		     :idx[14]? 5'd14
		     :idx[13]? 5'd13
		     :idx[12]? 5'd12
		     :idx[11]? 5'd11
		     :idx[10]? 5'd10
		     :idx[9]? 5'd9
		     :idx[8]? 5'd8
		     :idx[7]? 5'd7
		     :idx[6]? 5'd6
		     :idx[5]? 5'd5
		     :idx[4]? 5'd4
		     :idx[3]? 5'd3
		     :idx[2]? 5'd2
		     :idx[1]? 5'd1
		     :idx[0]? 5'd0
		     :5'b10000;
assign issue1 = issue_choose1[3:0];
assign issue2 = issue_choose2[3:0];
assign issue1_en = (issue_choose1[4]==1'b1)? 1'b0 : 1'b1;
assign issue2_en = (issue_choose2[4]==1'b1 | issue_choose1==issue_choose2)? 1'b0 : 1'b1; 
endmodule
```
==> flow_summary.yaml <==
# physical design summary
power:
  combinational_cell_fraction_of_total_power_pct: 100.0
  power.density_cell_area_nw_per_um2: 95.6
  seq_power_share_pct: 0
  part_of_the_total_power_dissipated_in_the_clock_network_pct: 0
  netSwitchingFraction_pct: 42.2
  power.internal_uw: 40.6
  power.net_switching_uw: 29.7
  cellLeakagePower_uw: 0.000266
  max-vdd-ir-drop_mv: 0.0341
floorplan:
  initCoreUtil_pct: 9.63
  core_region_area_um2: 3420
  floorplan.die.width_um: 80
  die-height_um: 80
  row_count: 21
  die_area_um2: 6400
  io_pins: 26
routing:
  via_count: 547
  vias_per_cell: 3.80
  detailedRoute.firstIterationViolations: 19
  antenna_cells: 0
  postRouteAntennaNets: 0
  drt_pass1_iterations: 4
  wire_per_inst_um: 10.8
  drcViolationCount: 0
  postRouteWirelength_um: 1560
synth:
  synth.top_cells.by_area: "sky130_fd_sc_hd__nor2_1, sky130_fd_sc_hd__a21oi_1, sky130_fd_sc_hd__nand2_1"
  yosysWarningCount: 0
  synth_largest_type_area_fraction_pct: 14.8
  ys_cells: 61
  synth_cell_type_count: 22
  yosysSeqAreaShare_pct: 0
  most_common_cell: "sky130_fd_sc_hd__nor2_1"
  synthTopCellsByCount: "sky130_fd_sc_hd__nor2_1, sky130_fd_sc_hd__nand2_1, sky130_fd_sc_hd__a21oi_1"
  synthesis.area_per_instance_um2: 5.39
  yosysTopAreaCell: "sky130_fd_sc_hd__nor2_1"
  syn-cell-area_um2: 329
  yosys-stat-area_um2: 329
  synthCells: 61
worst_setup_path:
  endpoint_kind: "primary output"
  crit_arrival_ps: 2360
  timing.critical_path.from_type: "input port"
  worstPathMaxFanout: 4
  timing.critical_path.required_ps: 2480
  worstSetupPathType: "input port to primary output"
cells_and_area:
  layout-drive-gt1-share_pct: 15.3
  post-route-util_pct: 21.5
  num-clock-buffers: 0
  fill_cells: 396
  flop_area_um2: 0
  flop_count: 0
  area_delta_synth_final_pct: 123
timing:
  slew_violations: 0
  max_slew_margin_pct: 74.3
  final.period_utilization_pct: 96.1
  setup_repair_after_global_routing_missed_its_margin: "false"
  post-route-min-period_ps: 2980
  setup_violations_final: 0
  tightest_slew_ps: 382
  final-hold-violation-count: 0
  fin_ws_ps: 120
  fmax_ghz: 0.336
global_routing:
  gr-usage-all-layers_pct: 4.64
  grt_pass1_vias: 519
  grt_overflow_total: 0
  grt_pass1_wl_um: 2430
  grt_start_max_net_pins: 6
  grt_antenna_before_repair: 0
cts:
  postCtsSetupBuffers: 0
  postCtsHoldBufs: 0
run:
  max-cap-violations: 0
  openroad_warning_count: 32
run_status:
  status: "finished, final reports clean"
place:
  place_hpwl_um: 1380
  globalplace.congestion: 0.768
  i_o_buffers: 26
  pre_cts_ws_ps: -47.4
worst_hold_path:
  worst_hold_path_type: "input port to primary output"
-- metal layers --
| layer | vias to the layer above | wire length (um) | track usage (%) |
|---|---|---|---|
| met5 | - | 0 | 0 |
| met4 | 0 | 0 | 0 |
| met3 | 0 | 128 | 1.48 |
| met2 | 18 | 595 | 6.50 |
| met1 | 229 | 837 | 7.05 |
| li1 | 300 | - | - |
-- final timing paths --
check	start	to	cells past startpoint
setup / recovery	idx[2]	issue1[0]	6
hold / removal	idx[12]	issue2[2]	4
-- cell usage in the layout (no fill, tap or decap), types with 3 or more instances in the layout --
master	instances
sky130_fd_sc_hd__nor2_1	12
sky130_fd_sc_hd__nand2b_1	3
sky130_fd_sc_hd__o31ai_1	3
sky130_fd_sc_hd__nand2_1	7
sky130_fd_sc_hd__o21ai_1	3
sky130_fd_sc_hd__nor2b_1	3
sky130_fd_sc_hd__a21oi_1	6
sky130_fd_sc_hd__nor4_1	3
sky130_fd_sc_hd__o21ai_0	5
sky130_fd_sc_hd__inv_1	3
sky130_fd_sc_hd__dlygate4sd2_1	5
sky130_fd_sc_hd__buf_4	11
sky130_fd_sc_hd__clkdlybuf4s50_1	21
-- kinds of logic (layout without fill, tap and decap cells) --
logic type / count (synthesis) / count (layout) / synth area share, %
simple gates: 34 / 34 / 52.5
compound gates: 23 / 23 / 43.0
buf+inv: 4 / 41 / 4.56
-- metrics by stage --
| stage | area, um2 | hold slack [ps] | total power (uW) | instances | setup TNS [ps] |
|---|---|---|---|---|---|
| 3_5_place_dp | 729 | 2370 | 71.1 | 144 | -47.4 |
| 6_report | 734 | 2170 | 70.2 | 144 | 0 |
| 3_3_place_gp | 729 | 2380 | 71.6 | 144 | -57.2 |
| 5_1_grt | 734 | 2270 | 76.9 | 144 | 0 |
| 2_1_floorplan | 329 | 1300 | 21.1 | 61 | 0 |
| 4_1_cts | 723 | 2180 | 69.6 | 144 | 0 |
-- timing repair --
| action | CTS | global route |
|---|---|---|
| cloned | 0 | 0 |
| endpoints found under the setup margin | 1 | 3 |
| gates resized | 5 | 2 |
| pin swaps | 2 | 0 |
-- power groups by stage --
stage                 clock network (uW)  registers (uW)  logic [uW]
after CTS                              0               0        69.6
final                                  0               0        70.2
after global routing                   0               0        76.9
-- critical path, stage by stage --
cell                              delay, ps
sky130_fd_sc_hd__clkdlybuf4s50_1        460
sky130_fd_sc_hd__nor4_1                 310
sky130_fd_sc_hd__o21ai_0                140
sky130_fd_sc_hd__a31oi_1                240
sky130_fd_sc_hd__or2_1                  140
sky130_fd_sc_hd__clkdlybuf4s50_1        450
-- final cells by class --
class | count | area [um2] | share of cell area (%)
multi-input combinational | 57 | 325 | 44.3
inverter | 4 | 15.0 | 2.04
timing repair buffer | 37 | 337 | 45.8
tap | 46 | 57.6 | 7.84
No activity file was given, so power comes from the tool's default toggle rates.
